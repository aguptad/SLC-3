==> design.v <==
module ISDU (   input logic         Clk, 
									Reset,
									Run,
									Continue,
				input logic[3:0]    Opcode, 
				input logic         IR_5,
				input logic         IR_11,
				input logic         BEN,
				output logic        LD_MAR,
									LD_MDR,
									LD_IR,
									LD_BEN,
									LD_CC,
									LD_REG,
									LD_PC,
									LD_LED,  
				output logic        GatePC,
									GateMDR,
									GateALU,
									GateMARMUX,
				output logic [1:0]  PCMUX,
				output logic        DRMUX,
									SR1MUX,
									SR2MUX,
									ADDR1MUX,
				output logic [1:0]  ADDR2MUX,
									ALUK,
				output logic        Mem_OE,
									Mem_WE
				);
	enum logic [4:0] {  Halted, 
						S_18,
						PauseIR1,
						PauseIR2, 
						S_33_1, 
						S_33_2, 
						S_33_3, 
						S_33_4, 
						S_35, 
						S_32, 
						S_01,
						S_05,
						S_09,
						S_06,
						S_07,
						S_04,
						S_12,
						S_00,
						S_25_1,
						S_25_2,
						S_25_3,
						S_25_4,
						S_27,
						S_23,
						S_16_1,
						S_16_2,
						S_16_3,
						S_16_4,
						S_21,
						S_22}   State, Next_state;    
	always_ff @ (posedge Clk)
	begin
		if (Reset) 
			State <= Halted;
		else 
			State <= Next_state;
	end
	always_comb
	begin 
		Next_state = State;
		LD_MAR = 1'b0;
		LD_MDR = 1'b0;
		LD_IR = 1'b0;
		LD_BEN = 1'b0;
		LD_CC = 1'b0;
		LD_REG = 1'b0;
		LD_PC = 1'b0;
		LD_LED = 1'b0;
		GatePC = 1'b0;
		GateMDR = 1'b0;
		GateALU = 1'b0;
		GateMARMUX = 1'b0;
		ALUK = 2'b00;
		PCMUX = 2'b00;
		DRMUX = 1'b0;
		SR1MUX = 1'b0;
		SR2MUX = 1'b0;
		ADDR1MUX = 1'b0;
		ADDR2MUX = 2'b00;
		Mem_OE = 1'b0;  
		Mem_WE = 1'b0;  
		unique case (State)
			Halted : 
				if (Run) 
					Next_state = S_18;                      
			S_18 : 
				Next_state = S_33_1;
			S_33_1 : 
				Next_state = S_33_2;
			S_33_2 : 
				Next_state = S_33_3;
			S_33_3 : 
				Next_state = S_33_4;
			S_33_4 : 
				Next_state = S_35;
			S_35 : 
				Next_state = S_32;
			S_32 : 
				case (Opcode)
					4'b0001 :  
						Next_state = S_01;
					4'b0101 :  
						Next_state = S_05;
					4'b1001 :  
						Next_state = S_09;
					4'b0000 :  
						Next_state = S_00;
					4'b1100 :  
						Next_state = S_12;
					4'b0100 :  
						Next_state = S_04;
					4'b0110 :  
						Next_state = S_06;
					4'b0111 :  
						Next_state = S_07;
					4'b1101 :  
						Next_state = PauseIR1;
					default : 
						Next_state = S_18;
				endcase
			PauseIR1 : 
				if (~Continue) 
					Next_state = PauseIR1;
				else 
					Next_state = PauseIR2;
			PauseIR2 : 
				if (Continue) 
					Next_state = PauseIR2;
				else 
					Next_state = S_18;
			S_01 : 
				Next_state = S_18;
			S_05 :
				Next_state = S_18;
			S_09 : 
				Next_state = S_18;
			S_06 :
				Next_state = S_25_1;
			S_25_1 :
				Next_state = S_25_2;
			S_25_2 :
				Next_state = S_25_3;
			S_25_3 :
				Next_state = S_25_4;
			S_25_4 :
				Next_state = S_27;
			S_27 : 
				Next_state = S_18;
			S_07 :
				Next_state = S_23;
			S_23 :
				Next_state = S_16_1;
			S_16_1 : 
				Next_state = S_16_2;
			S_16_2 : 
				Next_state = S_16_3;
			S_16_3 : 
				Next_state = S_16_4;
			S_16_4 : 
				Next_state = S_18;
			S_04 : 
				Next_state = S_21;
			S_21 :
				Next_state = S_18;	
			S_12 :
				Next_state = S_18;
			S_00 : 
				if (~BEN) 
					Next_state = S_18;
				else 
					Next_state = S_22;
			S_22 :
				Next_state = S_18;
			default : ;
		endcase
		case (State)
			Halted: ;
			S_18 : 
				begin 
					GatePC = 1'b1;
					LD_MAR = 1'b1;
					PCMUX = 2'b00;
					LD_PC = 1'b1;
				end
			S_33_1 : 
				begin
					Mem_OE = 1'b1;
				end
			S_33_2 :
				begin
					Mem_OE = 1'b1;
				end
			S_33_3 :
				begin
					Mem_OE = 1'b1;
				end
			S_33_4 : 
				begin 
					Mem_OE = 1'b1;
					LD_MDR = 1'b1;
				end
			S_35 : 
				begin 
					GateMDR = 1'b1;
					LD_IR = 1'b1;
				end
			PauseIR1 : 
				begin
					LD_LED = 1'b1;
				end
			PauseIR2 :
				begin
					LD_LED = 1'b1;
				end
			S_32 : 
				LD_BEN = 1'b1;
			S_01 :  
				begin 
					SR2MUX = IR_5;
					ALUK = 2'b00;
					GateALU = 1'b1;
					LD_REG = 1'b1;
					DRMUX = 1'b0;
					LD_CC = 1'b1;
					SR1MUX = 1'b1;
				end
			S_05 :  
				begin 
					SR2MUX = IR_5;
					ALUK = 2'b01;
					GateALU = 1'b1;
					LD_REG = 1'b1;
					DRMUX = 1'b0;
					LD_CC = 1'b1;
					SR1MUX = 1'b1;
				end
			S_09 :  
				begin 
					SR2MUX = IR_5;
					ALUK = 2'b10;
					GateALU = 1'b1;
					LD_REG = 1'b1;
					DRMUX = 1'b0;
					LD_CC = 1'b1;
					SR1MUX = 1'b1;
				end
			S_06 :  
				begin
					LD_MAR = 1'b1;
					SR1MUX = 1'b1;
					ADDR2MUX = 2'b01;
					ADDR1MUX = 1'b1;
					GateMARMUX = 1'b1;
				end
			S_25_1 :  
				begin
					Mem_OE = 1'b1;
				end
			S_25_2 :  
				begin
					Mem_OE = 1'b1;
				end
			S_25_3 :  
				begin
					Mem_OE = 1'b1;
				end
			S_25_4 :  
				begin
					Mem_OE = 1'b1;
					LD_MDR = 1'b1;
				end
			S_27 :  
				begin
					DRMUX = 1'b0;
					LD_CC = 1'b1;
					LD_REG = 1'b1;
					GateMDR = 1'b1;
				end
			S_07 :  
				begin
					LD_MAR = 1'b1;
					SR1MUX = 1'b1;
					ADDR2MUX = 2'b01;
					ADDR1MUX = 1'b1;
					GateMARMUX = 1'b1;
				end
			S_23 :  
				begin
					LD_MDR = 1'b1;
					GateALU = 1'b1;	
					ALUK = 2'b11;
					SR1MUX = 1'b0;
				end
			S_16_1 :  
				begin
					Mem_WE = 1'b1;
				end
			S_16_2 :  
				begin
					Mem_WE = 1'b1;
				end
			S_16_3 :  
				begin
					Mem_WE = 1'b1;
				end
			S_16_4 :  
				begin
					Mem_WE = 1'b1;
				end
			S_04 :  
				begin
					GatePC = 1'b1;
					DRMUX = 1'b1;
					LD_REG = 1'b1;
				end
			S_21 :  
				begin
					ADDR1MUX = 1'b0;
					ADDR2MUX = 2'b11;
					LD_PC = 1'b1;
					PCMUX = 2'b10;
				end
			S_12 :  
				begin
					LD_PC = 1'b1;
					PCMUX = 2'b10;
					ADDR2MUX = 2'b00;
					ADDR1MUX = 1'b1;
					SR1MUX = 1'b1;
				end
			S_00 : ;  
			S_22 :  
				begin
					ADDR1MUX = 1'b0;
					ADDR2MUX = 2'b10;
					LD_PC = 1'b1;
					PCMUX = 2'b10;
				end
			default : ;
		endcase
	end 
endmodule
==> run.sh <==
#!/bin/bash
# OpenROAD 26Q1-2900-gdf79404cd8, Yosys 0.63+post, stock flow scripts
make -C /OpenROAD-flow-scripts/flow DESIGN_CONFIG=/design/flow/config.mk WORK_HOME=/design/flow/orfs finish
==> config.mk <==
export PLATFORM = sky130hd
export DESIGN_NAME = ISDU
export DESIGN_NICKNAME = ISDU
export VERILOG_FILES = /design/flow/design.v
export SDC_FILE = /design/flow/constraint.sdc
export NUM_CORES = 4
export LEC_CHECK = 1
export CORE_AREA = 10 10 87 87
export DIE_AREA = 0 0 97 97
==> constraint.sdc <==
current_design ISDU

set clk_period 3.2
set clk_io_pct 0.2

create_clock -name clk0 -period $clk_period [get_ports {Clk}]

set non_clock_inputs [all_inputs -no_clocks]
set_input_delay [expr $clk_period * $clk_io_pct] -clock clk0 $non_clock_inputs
set_output_delay [expr $clk_period * $clk_io_pct] -clock clk0 [all_outputs]
==> qor.yml <==
clocking:
  holdBufCountCts: 0
  cts_sinks: 5
  root_buffer: "clkbuf_8"
  clk_path_buf_depth: 2
  clkTransAtPathRegs_ns: 0.03
  cts_buffers: 3
  cts_resized: 0
  clkLatencyLatePin_ns: 0.22
  htree_levels: 1
  postCtsSetupBuffers: 0
  cts_tree: "yes"
logic_synthesis:
  yosysCellCount: 155
  ys_chip_area_um2: 950
  yosysWarnings: 1
  adder_share: 0
  topCombFamilyByArea: "simple AND/OR/NAND/NOR gates"
  synthCells: 155
  edf_count: 0
  ys.flop_type: "dfxtp_1"
  mux_share: 0.0316
  xor_share: 0.00922
  synthArstFlopShare: 0
  syn_area_um2: 950
  yosys.area_share.simple: 0.402
  aoi_share: 0.347
  synth_cell_types: 42
  synth_area_per_cell_um2: 6.13
  synth_seq_share: 0.105
  ys_ff: 5
outcome:
  outcome: "finished, final reports clean"
global_route:
  overflow: 0
  track_usage: 0.0701
  grt_pass1_wl_mm: 5.84
  grt_antenna_before_repair: 0
  grt_max_degree: 23
  grt_pass1_vias: 1123
floorplanning:
  floorplan.core_util: 0.168
  fp.dieW_um: 97
  fp.coreArea_um2: 5640
  die_area_um2: 9410
  ios: 35
  rows: 27
  die_h_um: 97
critical_path:
  cpMaxStageDelayCell: "clkdlybuf4s50_1"
  reg2regPathDepth: 6
  critPathCaptureType: "output port"
  worstPathArrival_ns: 2.20
  start_kind: "register"
  worst_ep_required_time_ns: 2.56
  crit_type: "reg -> out"
  path_buffers: 2
  rrSetupSlack_ns: 1.02
  worstReg2RegEnd: "State[2]"
  cpPeakStageDelay_ns: 0.49
  reg2reg_from: "State[1]"
  cp_top_family: "buffers and inverters"
  path_cells: "buf_4 > or3_1 > o2bb2a_1 > nor2_1 > clkdlybuf4s50_1"
  path_max_fanout: 12
job:
  max-cap-violations: 0
  warnings: 26
final_timing:
  drv_slew: 0
  setup-violations-final: 0
  finalCritPeriodShare: 0.887
  relSlewSlack: 0.554
  clock_skew_ns: 0.000356
  finalCriticalPeriod_ns: 2.84
  timing_hold_violations_final: 0
  fin_ws_ns: 0.362
  fin_tns_setup_ns: 0
  worst_pin_slew_ns: 0.667
  fmax_mhz: 352
  rsz0062_at_grt: "false"
power:
  p_int_mw: 0.473
  p_sw_mw: 0.427
  ir_worst_vdd_uv: 184
  leakage_nw: 0.476
  powerDensity_nw_per_um2: 650
  p_clk_frac: 0.126
  pwr-share-seq: 0.181
  pwr-share-comb: 0.693
  switching_share: 0.474
placement:
  portBuffers: 32
  placedCellCount: 253
  dp_hpwl_mm: 2.71
  gp_congestion: 0.960
  preCtsSetupSlack_ns: 0.561
route:
  wl_mm: 3.44
  vias: 1186
  maxUsedRoutingLayer: "met4"
  n_antenna_cell: 0
  drc: 0
  routed-wl-met2_mm: 1.66
  ant_nets: 0
  viasPerCell: 4.61
  dr_wl_met3_um: 222
  drt-initial-drc-count: 140
  wl_met1_mm: 1.52
  wl_per_cell_um: 13.4
  first_pass_iters: 4
layout:
  fin_util: 0.245
  final_cells: 257
  top_register: "State"
  drive_gt1_frac: 0.0703
  area_growth_syn_to_layout_pct: 45.7
  top_regs: "State x5"
  fillers: 623
  largest_reg_flops: 5
worst_hold_path:
  holdCritPathClass: "reg -> reg"
  holdPathEnd: "State[2]"
  hold_start: "State[0]"
  hold_depth: 3
[routing by layer]
| layer | global-route usage | vias up |
|---|---|---|
| li1 | - | 607 |
| met2 | 0.116 | 58 |
| met1 | 0.0971 | 519 |
| met3 | 0.00716 | 2 |
| met5 | 0 | - |
| met4 | 0.0101 | 0 |
[placed cells by master, fill, tap and decap left out, types with 2 or more instances in the layout]
cell type	synthesis	layout
nand2_1	21	21
inv_1	5	5
clkdlybuf4s50_1	0	32
a21oi_1	14	14
o21ai_0	17	17
nand3_1	7	7
nor4_1	2	2
o31ai_1	2	2
or3_1	2	2
nor2_1	17	17
buf_4	1	7
mux2i_1	3	3
a21o_1	2	2
o22ai_1	3	3
nand2b_1	8	8
dfxtp_1	5	5
clkbuf_8	0	3
and2b_1	2	2
nor2b_1	7	7
a31oi_1	4	4
[worst reg2reg max path: cells and delay by family (launching register included)]
family / cells / cell delay [ns]
and+or+nand+nor: 2 / 0.68
DFF: 1 / 0.68
buffers and inverters: 1 / 0.29
AOI/OAI and AO/OA: 3 / 0.41
[logic make-up after synthesis]
family,count (synthesis)
simple gates,75
compound gates,51
buf+inv,19
flops,5
mux,3
xor+xnor,1
other cells,1
[Yosys cell counts, drive strengths merged, types with 2 or more instances]
cell	count	area share
nand2	21	0.083
nor2	17	0.067
o21ai	17	0.090
a21oi	14	0.074
buf	8	0.058
nand2b	8	0.053
nand3	7	0.037
nor2b	7	0.046
clkbuf	5	0.020
dfxtp	5	0.11
inv	5	0.020
a31oi	4	0.026
mux2i	3	0.032
o22ai	3	0.020
a21o	2	0.016
and2b	2	0.016
nor4	2	0.013
o31ai	2	0.016
or3	2	0.013
[metrics by stage]
step	area [um^2]	power (mW)	hold WS, ns
CTS	1380	0.904	0.697
floorplan	950	0.543	0.570
detailed placement	1340	0.785	0.690
finish	1380	0.900	0.696
global placement	1340	0.790	0.685
global route	1380	0.998	0.744
[power groups by stage]
stage         clock network [mW]  registers (mW)  logic, mW
CTS                        0.116           0.160      0.628
global route               0.118           0.172      0.708
finish                     0.114           0.163      0.624
[layout make-up]
cell class                      count  area (um^2)  share of cell area
Sequential cell                     5          100              0.0723
Inverter                            6         22.5              0.0163
Clock buffer                        4         45.0              0.0325
Tap cell                           72         90.1              0.0651
Multi-Input combinational cell    131          753               0.544
Timing Repair Buffer               39          373               0.269
[how the worst max path moves through the flow]
stage,start,to,slack (ns),depth (start not counted)
4_1_cts,State[3],LD_REG,0.33,5
5_1_grt,State[3],LD_REG,0.14,5
6_report,State[2],LD_MAR,0.36,5
Power is estimated from default activity; no workload was simulated.
