### design/flow/config.mk
export PLATFORM = sky130hd
export DESIGN_NAME = datapath
export DESIGN_NICKNAME = datapath
export VERILOG_FILES = /design/flow/design.v
export SDC_FILE = /design/flow/constraint.sdc
export NUM_CORES = 4
export LEC_CHECK = 1
export CORE_UTILIZATION = 50
### design/flow/constraint.sdc
current_design datapath

set clk_period 18.8
set clk_io_pct 0.2

create_clock -name clk0 -period $clk_period [get_ports {Clk}]

set non_clock_inputs [all_inputs -no_clocks]
set_input_delay [expr $clk_period * $clk_io_pct] -clock clk0 $non_clock_inputs
set_output_delay [expr $clk_period * $clk_io_pct] -clock clk0 [all_outputs]
### design/flow/design.v
module NZP_reg
     (input logic Clk, LD_CC, Reset, 
                input logic [15:0] BUS_In,
                output logic [2:0] NZP_Out);
    always_ff @ (posedge Clk)
		begin
				if(Reset) 
					NZP_Out <= 3'b000;
				else if(LD_CC)
                    if (BUS_In[15]) 
                        NZP_Out <= 3'b100;
                    else if (BUS_In == 16'h0000)
                        NZP_Out <= 3'b010;
                    else
                        NZP_Out <= 3'b001;
		end
endmodule
module BEN_reg (input logic Clk, LD_BEN, Reset,
    input logic [15:0] IR_In,
    input logic [2:0] NZP_In,
    output logic BEN_Out);
    always_ff @ (posedge Clk)
    begin
        if(Reset)
            BEN_Out <= 1'b0;
        else if (LD_BEN)
            BEN_Out <= (IR_In[11] & NZP_In[2] | IR_In[10] & NZP_In[1] | IR_In[9] & NZP_In[0]);
    end
endmodule
module ALU (input logic [15:0] SR1,
            input logic [15:0] SR2,
            input logic [1:0] ALUK,
            output logic [15:0] ALU_Out );
    always_comb
    begin
        case (ALUK)
            2'b00 : ALU_Out = SR1 + SR2;
            2'b01 : ALU_Out = SR1 & SR2;
            2'b10 : ALU_Out = ~SR1;
            2'b11 : ALU_Out = SR1;
        endcase
    end
endmodule
module datapath (input logic LD_MAR, LD_PC, LD_MDR, LD_IR, LD_CC, LD_BEN, LD_REG, LD_LED,
    input logic GatePC, GateMDR, GateMARMUX, GateALU,
    input logic [1:0] PCMUX, ADDR2MUX, ALUK,
    input logic Clk, Reset, Run, Continue,
    input logic MIO_EN, DRMUX, SR1MUX, ADDR1MUX, SR2MUX,
    input logic [15:0] MDR_In,
    output logic [9:0] LEDS,
    output logic BEN,
    output logic [15:0] MAR, MDR, IR, PC);
    logic [15:0] BUS; 
    logic [15:0] mdr_mux_out, pc_mux_out;
    logic [2:0] NZP;
    logic [2:0] dr_mux_out, sr1_mux_out;
    logic [15:0] sr1_reg_out, sr2_reg_out, sr2_mux_out;
    logic [15:0] addr2_mux_out, addr1_mux_out, alu_unit_out;
    logic [15:0] addr_muxes_sum;
    mux_to_bus BUS_MUX(.select({GatePC, GateMDR, GateMARMUX, GateALU}), .MDR(MDR), .PC(PC), .MARMUX(addr_muxes_sum), .ALU(alu_unit_out), .BusOut(BUS));
    reg_16 REG_MAR(.Clk(Clk), .Reset(Reset), .Load(LD_MAR), .D(BUS), .Data_Out(MAR));
    reg_16 REG_PC(.Clk(Clk), .Reset(Reset), .Load(LD_PC), .D(pc_mux_out), .Data_Out(PC));
    four_to_one_mux PC_MUX(.select(PCMUX), .A(PC + 1), .B(BUS), .C(addr_muxes_sum), .OUT(pc_mux_out));
    reg_16 REG_MDR(.Clk(Clk), .Reset(Reset), .Load(LD_MDR), .D(mdr_mux_out), .Data_Out(MDR));
    two_to_one_mux MDR_MUX(.select(MIO_EN), .A(BUS), .B(MDR_In), .OUT(mdr_mux_out));
    reg_16 REG_IR(.Clk(Clk), .Reset(Reset), .Load(LD_IR), .D(BUS), .Data_Out(IR));
    NZP_reg REG_NZP(.Clk(Clk), .Reset(Reset), .LD_CC(LD_CC), .BUS_In(BUS), .NZP_Out(NZP));
    BEN_reg REG_BEN(.Clk(Clk), .Reset(Reset), .LD_BEN(LD_BEN), .IR_In(IR), .NZP_In(NZP), .BEN_Out(BEN));
    register_file REG_FILE(.Clk(Clk), .Reset(Reset), .LD_REG(LD_REG), .BUS_In(BUS), .SR1_In(sr1_mux_out), .SR2_In(IR[2:0]), .DR_In(dr_mux_out), .SR1_Out(sr1_reg_out), .SR2_Out(sr2_reg_out));
    two_to_one_mux_3bit DR_MUX(.select(DRMUX), .A(IR[11:9]), .B(3'b111), .OUT(dr_mux_out));
    two_to_one_mux_3bit SR1_MUX(.select(SR1MUX), .A(IR[11:9]), .B(IR[8:6]), .OUT(sr1_mux_out));
    four_to_one_mux ADDR2_MUX(.select(ADDR2MUX), .A(16'h0000), .B({{10{IR[5]}}, IR[5:0]}), .C({{7{IR[8]}}, IR[8:0]}), .D({{5{IR[10]}}, IR[10:0]}), .OUT(addr2_mux_out));
    two_to_one_mux ADDR1_MUX(.select(ADDR1MUX), .A(PC), .B(sr1_reg_out), .OUT(addr1_mux_out));
    assign addr_muxes_sum = addr2_mux_out + addr1_mux_out;
    two_to_one_mux SR2_MUX(.select(SR2MUX), .A(sr2_reg_out), .B({{11{IR[4]}}, IR[4:0]}), .OUT(sr2_mux_out));
    ALU ALU_UNIT(.ALUK(ALUK), .SR1(sr1_reg_out), .SR2(sr2_mux_out), .ALU_Out(alu_unit_out));
endmodule 
module mux_to_bus ( input logic [3:0] select,
        input logic [15:0] PC, MDR, MARMUX, ALU,
        output logic [15:0] BusOut );
        always_comb
        begin
            unique case (select)
                4'b1000 : BusOut = PC;
                4'b0100 : BusOut = MDR;
                4'b0010 : BusOut = MARMUX;
                4'b0001 : BusOut = ALU;
                default : BusOut = 16'hxxxx;
            endcase
        end
endmodule
module four_to_one_mux ( input logic [1:0] select,
        input logic [15:0] A, B, C, D,
        output logic [15:0] OUT );
        always_comb
        begin
            unique case (select)
                2'b00 : OUT = A;
                2'b01 : OUT = B;
                2'b10 : OUT = C;
                2'b11 : OUT = D;
                default : OUT = 16'hxxxx;
            endcase
        end
endmodule
module two_to_one_mux ( input logic select,
        input logic [15:0] A, B,
        output logic [15:0] OUT );
        always_comb
        begin
            unique case (select)
                1'b0 : OUT = A;
                1'b1 : OUT = B;
                default : OUT = 16'hxxxx;
            endcase
        end
endmodule
module two_to_one_mux_3bit ( input logic select,
        input logic [3:0] A, B,
        output logic [3:0] OUT );
        always_comb
        begin
            unique case (select)
                1'b0 : OUT = A;
                1'b1 : OUT = B;
                default : OUT = 3'bxxx;
            endcase
        end
endmodule
module reg_16 (input  logic Clk, Reset, Load,
              input  logic [15:0]  D,  
              output logic [15:0]  Data_Out);  
    always_ff @ (posedge Clk)
    begin
	 	 if (Reset)  
			  Data_Out <= 16'h0;  
		 else if (Load)
			  Data_Out <= D;
    end
endmodule
module register_file (  input logic Clk, Reset, LD_REG,
                        input logic [15:0] BUS_In,
                        input logic [2:0] SR1_In, SR2_In, DR_In,
                        output logic [15:0] SR1_Out, SR2_Out );
    logic [15:0] registers [8];
    int i;
    always_ff @ (posedge Clk)
    begin
        if(LD_REG) 
            registers[DR_In] <= BUS_In;
        else if (Reset)
            for (i = 0; i < 8; i++) begin
                registers[i] = 16'h0000;
            end
    end
    always_comb begin
        SR1_Out = registers[SR1_In];
        SR2_Out = registers[SR2_In];
    end
endmodule
### design/flow/run.sh
#!/bin/bash
# OpenROAD 26Q1-2900-gdf79404cd8, Yosys 0.63+post, stock flow scripts
make -C /OpenROAD-flow-scripts/flow DESIGN_CONFIG=/design/flow/config.mk WORK_HOME=/design/flow/orfs finish
==> flow_summary.toml <==
# physical design summary
[synthesis]
ys_seq_frac = 0.312
ys_cells = 1514
synth_area_mm2 = 0.0128
ys_ff = 199
ys_area_mm2 = 0.0128
ys_warn_count = 41
synth_cells = 1514
avgSynthCellArea_um2 = 8.44
ys.flop_type = "dfxtp_1"
synth_cell_types = 81
edf_count = 0
ys_async_sr_fraction = 0

[drt]
wl_met2_um = 18100
drt_iter0_drc = 1023
num_vias = 11518
via_per_inst = 6.08
avgRoutedWirePerCell_um = 21.3
drc = 0
wl_met3_um = 3090
dr.pass1.iters = 6
wl_um = 40400
drt.antenna.violating_nets = 0
wl_met1_um = 18200
highest_layer = "met4"
diodes = 0

[power_and_ir_drop]
ir_drop_uv = 65.3
power.density_mw_per_mm2 = 82.5
seq_power_share = 0.391
combPwrFrac = 0.268
internal_power_mw = 0.777
p_sw_mw = 0.434
switching_share = 0.358
total_power_mw = 1.21
pwr-share-clk = 0.342
p_leak_nw = 5.42

[final_timing]
setup_ws_ps = 8260
finalSetupTns_ps = 0
hold_violations = 0
fmax_mhz = 94.9
maxSlewHeadroom = 0.456
skew_ps = 19.8
rsz0062_at_grt = "false"
worst_pin_slew_ps = 816
final_max_slew_viol_count = 0
whs_ps = 483
fin_crit_sh = 0.561
period_minus_slack_ps = 10540
setup_viol = 0

[cells_and_area]
drive_above_1_share = 0.116
postLayoutCoreUtil = 0.585
syn_to_final_growth_pct = 14.9
fin_cells = 1895
logic_area_mm2 = 0.00813
postLayoutCellArea_mm2 = 0.0147
flop_area_mm2 = 0.00399
fillers = 2323

[clocking]
cts_max_level = 4
hold_buffers = 0
clkTransAtPathRegs_ps = 90
clock_sinks = 199
max-clock-path-buffers = 2
root_buffer = "clkbuf_16"
cts_tree = "yes"
cts_resized = 0
numCtsBuffers = 17
clock_latency_ps = 450
cts_setup_buffers = 0

[setup_path]
arrival_ps = 10920
cp_num_buf_inv = 1
worstPathRequired_ps = 19190
critPathLaunchType = "input pin"
endpoint_kind = "flop"
critical_path.top_delay_family = "simple AND/OR/NAND/NOR gates"
cp_max_fo = 14
crit_path_cell_trace = "clkdlybuf4s50_1 > mux2_2 > nor2_1 > a32oi_2 > and2_1 > mux2_2 > ha_1 > nor2b_1 > o21a_1 > o31ai_1 > nor2b_1 > xnor2_1 > a222oi_1 > or4b_1 > mux2i_1 > or2_1 > o21ai_0 > nor4_2 > a32o_1"
cp_slowest_cell = "clkdlybuf4s50_1"
slowest_delay_ps = 810
worstSetupPathType = "input pin to flop"

[global_routing]
grt_pass1_wl_um = 62700
grt_max_degree = 75
grt_pass1_vias = 10759
grt_overflow_total = 0
track_usage = 0.324
grt_antenna_before_repair = 0

[run]
drv_cap = 0
tool_warnings = 29

[place]
gp_congestion = 0.964
dp.cells = 1863
io_buffers = 104
place_ws_ps = 8060
place_area_mm2 = 0.0140
place_hpwl_um = 27900

[floorplanning]
coreArea_mm2 = 0.0251
die_w_um = 162
die_area_mm2 = 0.0262
ios = 118
rows = 58
initCoreUtil = 0.509
fp.dieH_um = 162

[hold_path]
worstHoldPathType = "flop to flop"

[run_status]
status = "completed"
==> cells by family after synthesis <==
kind of cell | share of synthesized area
simple gates | 0.174
compound gates | 0.235
flops | 0.312
buf+inv | 0.0593
mux | 0.163
fa+ha+maj | 0.0339
xor+xnor | 0.0233
other cells | 0.000293
==> path summary, 6_finish.rpt <==
path | start | to | slack [ps] | cells past startpoint
worst max register to register | REG_IR.Data_Out[8]$_SDFFE_PP0P_ | REG_NZP.NZP_Out[1]$_SDFFE_PP0P_ | 12020 | 18
worst min register to register | REG_NZP.NZP_Out[1]$_SDFFE_PP0P_ | REG_NZP.NZP_Out[1]$_SDFFE_PP0P_ | 480 | 1
worst min-delay path | REG_NZP.NZP_Out[1]$_SDFFE_PP0P_ | REG_NZP.NZP_Out[1]$_SDFFE_PP0P_ | 480 | 1
worst max-delay path | SR1MUX | REG_NZP.NZP_Out[1]$_SDFFE_PP0P_ | 8260 | 19
==> state kept, by name (all words and copies together) (netlist names), named ones only <==
register            cells
REG_PC.Data_Out        16
REG_BEN.BEN_Out         1
REG_MDR.Data_Out       16
REG_MAR.Data_Out       16
REG_NZP.NZP_Out         3
REG_IR.Data_Out        16
REG_FILE.registers    128
==> cell usage after synthesis (4+ instances only) <==
cell,instances,share of area
or2_2,5,0.0024
a31oi_1,9,0.0044
mux4_2,43,0.076
nor2_1,251,0.074
xnor2_1,24,0.016
a32oi_2,4,0.0051
a211oi_1,141,0.083
nand2_1,112,0.033
o22ai_1,8,0.0039
a222oi_1,10,0.0078
buf_2,9,0.0035
o31ai_1,6,0.0035
dfxtp_1,199,0.31
and3_1,9,0.0044
nand2b_1,20,0.0098
clkbuf_1,106,0.031
ha_1,33,0.032
nand4_1,7,0.0034
a32o_1,5,0.0039
a22oi_1,9,0.0053
o211ai_1,8,0.0047
buf_1,5,0.0015
inv_1,39,0.011
mux2_2,15,0.013
mux2i_4,4,0.0070
mux2i_1,85,0.067
o21a_1,7,0.0041
nand3_1,25,0.0098
a22o_1,6,0.0041
buf_6,5,0.0044
a221oi_1,9,0.0062
nor2b_1,29,0.014
o31a_1,5,0.0034
o21ai_0,85,0.033
a21oi_1,60,0.023
a21o_1,12,0.0070
xor2_1,10,0.0069
buf_4,12,0.0070
nor3_1,17,0.0067
==> power by group through the flow <==
stage	registers (mW)	clock network (mW)	logic (mW)
4_1_cts	0.473	0.420	0.319
5_1_grt	0.477	0.437	0.352
6_report	0.474	0.414	0.324
==> cell type report <==
cell class / instances / share of cell area
multi-input cells: 1147 / 0.553
flip-flops and latches: 199 / 0.271
repair buffers: 147 / 0.0925
clock buffers: 17 / 0.0290
well taps: 330 / 0.0281
clock inverters: 15 / 0.0159
inverters: 40 / 0.0102
==> routing by layer <==
metal / vias to the layer above / track usage
met2: 413 / 0.492
met4: 0 / 0.0763
met5: - / 0
met1: 5443 / 0.487
li1: 5609 / -
met3: 53 / 0.0698
==> layout by cell type (no fill, tap or decap), types with 10 or more instances in the layout <==
| cell | count |
|---|---|
| nor3_1 | 14 |
| nand2_1 | 112 |
| buf_4 | 43 |
| xnor2_1 | 24 |
| nand2b_1 | 20 |
| conb_1 | 10 |
| nor2_1 | 246 |
| mux2i_1 | 85 |
| mux2_2 | 15 |
| mux4_2 | 43 |
| ha_1 | 33 |
| inv_1 | 39 |
| a21oi_1 | 60 |
| xor2_1 | 10 |
| a21o_1 | 12 |
| o21ai_0 | 85 |
| a211oi_1 | 140 |
| clkdlybuf4s50_1 | 103 |
| clkbuf_16 | 17 |
| nor2b_1 | 27 |
| dfxtp_1 | 198 |
| a222oi_1 | 10 |
| nand3_1 | 25 |
Power figures rest on the tool's default switching activity, not on a simulated workload.
